==> design/flow/design.v <==
module vec_mag_core #(
	COORD_WIDTH=8
) (
	input  logic aclk,
	input  logic aresetn,
	input  logic signed [4*COORD_WIDTH-1:0]	s_axis_tdata,	 
	input  logic								s_axis_tvalid,
	input  logic								s_axis_tlast,
	output logic								s_axis_tready,
	output logic [4*COORD_WIDTH-1:0]			m_axis_tdata,
	output logic								m_axis_tvalid,
	output logic								m_axis_tlast,
	input  logic								m_axis_tready,
	input  logic								core_reset_i,
	output logic								core_bisy_o,
	output logic		[31:0]					core_data_processed_cnt_o,
	output logic								core_overflow_x_o,
	output logic								core_overflow_y_o
);
	localparam AXIS_TDATA_WIDTH = COORD_WIDTH * 4;
	localparam COEFF_BASE = 128;
	localparam COEFF_BASE_CLOG2 = $clog2(COEFF_BASE);
	localparam ALPHA0_MUL_128 = 1 * COEFF_BASE;			 
	localparam BETA0_MUL_128 = 5/32 * COEFF_BASE;		 
	localparam ALPHA1_MUL_128 = 108/128 * COEFF_BASE;	 
	localparam BETA1_MUL_128 = 71/128 * COEFF_BASE;		 
	logic resetn_combined;
	logic x1_sign;
	logic x2_sign;
	logic y1_sign;
	logic y2_sign;
 	logic x_sub_sign;
	logic y_sub_sign;
	logic [ 4:0] busy_shift_reg;
	logic [31:0] data_processed_cnt;
	assign resetn_combined = aresetn && (~core_reset_i);
	assign core_overflow_x_o = (x1_sign ^ x2_sign) && (x1_sign ^ x_sub_sign);
	assign core_overflow_y_o = (y1_sign ^ y2_sign) && (y1_sign ^ y_sub_sign);
	assign core_data_processed_cnt_o = data_processed_cnt;
	always_ff @(posedge aclk) begin : busy_shift_reg_logic
    	if (!resetn_combined) begin
			busy_shift_reg <= 5'b0;
    	end else begin
			busy_shift_reg <= {busy_shift_reg[3:0], s_axis_tvalid && s_axis_tready};
		end
	end
	assign core_bisy_o = (busy_shift_reg != 5'b0);
	logic signed [COORD_WIDTH-1:0]	st1_x_sub;
	logic signed [COORD_WIDTH-1:0]	st1_y_sub;
	logic							st1_valid;
	logic [COORD_WIDTH-1:0]	st2_x_abs;
	logic [COORD_WIDTH-1:0]	st2_y_abs;
	logic					st2_valid;
	logic [COORD_WIDTH-1:0] st3_max;
	logic [COORD_WIDTH-1:0] st3_min;
	logic					st3_valid;
	logic [COORD_WIDTH+COEFF_BASE_CLOG2-1:0] st4_z0_abs;
	logic [COORD_WIDTH+COEFF_BASE_CLOG2-1:0] st4_z1_abs;
	logic						 			 st4_valid;
	logic [COORD_WIDTH+COEFF_BASE_CLOG2-1:0] st5_max;
	logic						 			 st5_valid;
	assign s_axis_tready = !s_axis_tvalid || m_axis_tready;
	assign m_axis_tdata	 = st5_max[COORD_WIDTH+COEFF_BASE_CLOG2-1:COEFF_BASE_CLOG2];
	assign m_axis_tvalid = st5_valid;
	assign m_axis_tlast	 = 1'b1;
	always_ff @(posedge aclk) begin : stage_1
		if(!resetn_combined) begin
			st1_x_sub <= 0;
			st1_y_sub <= 0;
			st1_valid <= 1'b0;
		end else begin
			if(!s_axis_tvalid) begin
				st1_x_sub <= 0;
				st1_y_sub <= 0;
				st1_valid <= 1'b0;
	 			x1_sign <= 0;
	 			x2_sign <= 0;
	 			y1_sign <= 0;
	 			y2_sign <= 0;
				x_sub_sign <= 0;
				y_sub_sign <= 0;
			end
			else if(s_axis_tready) begin
					st1_x_sub <= $signed(s_axis_tdata[(4*COORD_WIDTH-1):(3*COORD_WIDTH)]) - $signed(s_axis_tdata[(2*COORD_WIDTH-1):(1*COORD_WIDTH)]);
					st1_y_sub <= $signed(s_axis_tdata[(3*COORD_WIDTH-1):(2*COORD_WIDTH)]) - $signed(s_axis_tdata[(1*COORD_WIDTH-1):(0*COORD_WIDTH)]);
					st1_valid <= s_axis_tvalid;
	 				x1_sign <= s_axis_tdata[4*COORD_WIDTH-1];
	 				x2_sign <= s_axis_tdata[2*COORD_WIDTH-1];
	 				y1_sign <= s_axis_tdata[3*COORD_WIDTH-1];
	 				y2_sign <= s_axis_tdata[1*COORD_WIDTH-1];
					x_sub_sign <= st1_x_sub[COORD_WIDTH-1];
					y_sub_sign <= st1_y_sub[COORD_WIDTH-1];
			end
		end
	end
	always_ff @(posedge aclk) begin : stage_2
		if(!resetn_combined) begin
			st2_x_abs <= 0;
			st2_y_abs <= 0;
			st2_valid <= 1'b0;
		end else begin
			if(st1_valid) begin
				st2_x_abs <= st1_x_sub[COORD_WIDTH-1] ? -st1_x_sub : st1_x_sub;
				st2_y_abs <= st1_y_sub[COORD_WIDTH-1] ? -st1_y_sub : st1_y_sub;
			end
			st2_valid <= st1_valid;
		end
	end
	always_ff @(posedge aclk) begin : stage_3
		if(!resetn_combined) begin
			st3_max	  <= 0;
			st3_min	  <= 0;
			st3_valid <= 1'b0;
		end else begin
			if(st2_valid) begin
				if(st2_x_abs > st2_y_abs) begin
					st3_max <= st2_x_abs;
					st3_min <= st2_y_abs;
				end else begin
					st3_max <= st2_y_abs;
					st3_min <= st2_x_abs;
				end
			end
			st3_valid <= st2_valid;
		end
	end
	always_ff @(posedge aclk) begin : stage_4
		if(!resetn_combined) begin
			st4_z0_abs	<= 0;
			st4_z1_abs	<= 0;
			st4_valid	<= 0;
		end else begin
			if(st3_valid) begin
				st4_z0_abs <= (st3_max << COEFF_BASE_CLOG2) + ((st3_min << 4) + (st3_min << 2));
				st4_z1_abs <= ((st3_max << 6) + (st3_max << 5) + (st3_max << 3) + (st3_max << 2)) + ((st3_min << 6) + (st3_min << 3) - 1);
			end
			st4_valid	<= st3_valid;
		end
	end
	always_ff @(posedge aclk) begin : stage_5
		if(!resetn_combined) begin
			st5_max	  <= 0;
			st5_valid <= 1'b0;
			data_processed_cnt <= 32'b0;
		end else begin
			if(st4_valid) begin
				st5_max <= (st4_z0_abs > st4_z1_abs) ? st4_z0_abs : st4_z1_abs;
				data_processed_cnt++;
			end
			st5_valid <= st4_valid;
		end
	end
endmodule : vec_mag_core
module vec_mag_csr #(
    parameter COORD_WIDTH = 8,
    parameter APB_ADDR_WIDTH = 12
) (
    input  logic                      clk,
    input  logic                      rst_n,
    input  logic                      psel_i,
    input  logic                      penable_i,
    input  logic [APB_ADDR_WIDTH-1:0] paddr_i,
    input  logic                      pwrite_i,
    input  logic [31:0]               pwdata_i,
    output logic [31:0]               prdata_o,
    output logic                      pready_o,
    output logic                      pslverr_o,
    output logic                      core_reset_o,
    output logic                      core_aclk_en_o,
    input  logic                      core_busy_i,
    input  logic [31:0]               core_data_processed_cnt_i,
    input  logic                      core_overflow_x_i,
    input  logic                      core_overflow_y_i
);
    localparam REG_CTRL       = 8'h00;
    localparam REG_STATUS     = 8'h04;
    localparam REG_DATA_COUNT = 8'h08;
    localparam REG_OVERFLOW   = 8'h0C;
    logic [31:0] control_reg;
    logic [31:0] status_reg;
    logic [31:0] data_count_reg;
    logic [31:0] overflow_reg;
    logic [31:0] prdata_reg;
    localparam CTRL_RESET_BIT = 0;
    localparam CTRL_CLK_EN_BIT = 1;
    localparam STATUS_BUSY_BIT = 0;
    localparam OVERFLOW_X_BIT = 0;
    localparam OVERFLOW_Y_BIT = 1;
    logic apb_write;
    logic apb_read;
    logic [7:0] reg_addr;
    assign apb_write = psel_i && penable_i && pwrite_i;
    assign apb_read = psel_i && penable_i && !pwrite_i;
    assign reg_addr = paddr_i[7:0];
    always_ff @(posedge clk or negedge rst_n) begin
        if (!rst_n) begin
            control_reg <= 32'h0000_0001;  
        end else if (apb_write && (reg_addr == REG_CTRL)) begin
            control_reg <= pwdata_i;
        end
    end
    assign status_reg = {31'b0, core_busy_i};
    assign data_count_reg = core_data_processed_cnt_i;
    always_ff @(posedge clk or negedge rst_n) begin
        if (!rst_n) begin
            overflow_reg <= 32'h0;
        end else begin
            if (core_overflow_x_i) 
                overflow_reg[OVERFLOW_X_BIT] <= 1'b1;
            if (core_overflow_y_i)
                overflow_reg[OVERFLOW_Y_BIT] <= 1'b1;
            if (apb_write && (reg_addr == REG_OVERFLOW)) begin
                if (!pwdata_i[OVERFLOW_X_BIT])
                    overflow_reg[OVERFLOW_X_BIT] <= 1'b0;
                if (!pwdata_i[OVERFLOW_Y_BIT])
                    overflow_reg[OVERFLOW_Y_BIT] <= 1'b0;
            end
        end
    end
    always_ff @(posedge clk or negedge rst_n) begin
        if (!rst_n) begin
            prdata_reg <= 32'h0;
        end else if (apb_read) begin
            case (reg_addr)
                REG_CTRL:       prdata_reg <= control_reg;
                REG_STATUS:     prdata_reg <= status_reg;
                REG_DATA_COUNT: prdata_reg <= data_count_reg;
                REG_OVERFLOW:   prdata_reg <= overflow_reg;
                default:        prdata_reg <= 32'h0;
            endcase
        end
    end
    assign prdata_o = prdata_reg;
    assign pready_o = 1'b1;   
    assign pslverr_o = 1'b0;  
    assign core_reset_o = control_reg[CTRL_RESET_BIT];
    assign core_aclk_en_o = control_reg[CTRL_CLK_EN_BIT];
endmodule : vec_mag_csr
module vec_mag_top #(
    parameter COORD_WIDTH = 8,
    parameter APB_ADDR_WIDTH = 12
) (
    input  logic                      clk,
    input  logic                      rst_n,
    input  logic                      psel_i,
    input  logic                      penable_i,
    input  logic [APB_ADDR_WIDTH-1:0] paddr_i,
    input  logic                      pwrite_i,
    input  logic [31:0]               pwdata_i,
    output logic [31:0]               prdata_o,
    output logic                      pready_o,
    output logic                      pslverr_o,
    input  logic signed [4*COORD_WIDTH-1:0] s_axis_tdata,
    input  logic                            s_axis_tvalid,
    input  logic                            s_axis_tlast,
    output logic                            s_axis_tready,
    output logic [4*COORD_WIDTH-1:0]        m_axis_tdata,
    output logic                            m_axis_tvalid,
    output logic                            m_axis_tlast,
    input  logic                            m_axis_tready
);
    logic                      core_reset;
    logic                      core_aclk_en;
    logic                      core_busy;
    logic [31:0]               core_data_processed_cnt;
    logic                      core_overflow_x;
    logic                      core_overflow_y;
    logic                      gated_clk;
    assign gated_clk = core_aclk_en ? clk : 1'b0;
    vec_mag_csr #(
        .COORD_WIDTH(COORD_WIDTH),
        .APB_ADDR_WIDTH(APB_ADDR_WIDTH)
    ) u_vec_mag_csr (
        .clk                        (clk),
        .rst_n                      (rst_n),
        .psel_i                     (psel_i),
        .penable_i                  (penable_i),
        .paddr_i                    (paddr_i),
        .pwrite_i                   (pwrite_i),
        .pwdata_i                   (pwdata_i),
        .prdata_o                   (prdata_o),
        .pready_o                   (pready_o),
        .pslverr_o                  (pslverr_o),
        .core_reset_o               (core_reset),
        .core_aclk_en_o             (core_aclk_en),
        .core_busy_i                (core_busy),
        .core_data_processed_cnt_i  (core_data_processed_cnt),
        .core_overflow_x_i          (core_overflow_x),
        .core_overflow_y_i          (core_overflow_y)
    );
    vec_mag_core #(
        .COORD_WIDTH(COORD_WIDTH)
    ) u_vec_mag_core (
        .aclk                       (gated_clk),
        .aresetn                    (rst_n),
        .s_axis_tdata               (s_axis_tdata),
        .s_axis_tvalid              (s_axis_tvalid),
        .s_axis_tlast               (s_axis_tlast),
        .s_axis_tready              (s_axis_tready),
        .m_axis_tdata               (m_axis_tdata),
        .m_axis_tvalid              (m_axis_tvalid),
        .m_axis_tlast               (m_axis_tlast),
        .m_axis_tready              (m_axis_tready),
        .core_reset_i               (core_reset),
        .core_bisy_o                (core_busy),
        .core_data_processed_cnt_o  (core_data_processed_cnt),
        .core_overflow_x_o          (core_overflow_x),
        .core_overflow_y_o          (core_overflow_y)
    );
endmodule : vec_mag_top
==> design/flow/run.sh <==
#!/bin/bash
# OpenROAD 26Q1-2900-gdf79404cd8, Yosys 0.63+post, stock flow scripts
make -C /OpenROAD-flow-scripts/flow DESIGN_CONFIG=/design/flow/config.mk WORK_HOME=/design/flow/orfs finish
==> design/flow/config.mk <==
export PLATFORM = sky130hd
export DESIGN_NAME = vec_mag_top
export DESIGN_NICKNAME = vec_mag_top
export VERILOG_FILES = /design/flow/design.v
export SDC_FILE = /design/flow/constraint.sdc
export NUM_CORES = 4
export LEC_CHECK = 1
export CORE_UTILIZATION = 40
==> design/flow/constraint.sdc <==
current_design vec_mag_top

set clk_period 7.7
set clk_io_pct 0.2

create_clock -name clk0 -period $clk_period [get_ports {clk}]

set non_clock_inputs [all_inputs -no_clocks]
set_input_delay [expr $clk_period * $clk_io_pct] -clock clk0 $non_clock_inputs
set_output_delay [expr $clk_period * $clk_io_pct] -clock clk0 [all_outputs]
==> results.toml <==
# flow metrics
[outcome]
run_status = "finished, final reports clean"

[synthesis]
most_common_cell = "sky130_fd_sc_hd__nor2_1"
synth.yosys.seq_area_share = 0.389
synth_top_cell_by_area = "sky130_fd_sc_hd__dfxtp_1"
synth-cells-yosys = 1185
syn-cell-area_um2 = 11100
yosys.area.top_type_share = 0.224
warnings_synthesis = 2
post_synth_inst_count = 1185
dominantRegCellSynth = "sky130_fd_sc_hd__dfxtp_1"
post_synth_most_frequent_cells = "128 x sky130_fd_sc_hd__nor2_1, 125 x sky130_fd_sc_hd__dfxtp_1, 110 x sky130_fd_sc_hd__inv_1, 80 x sky130_fd_sc_hd__ha_1, 74 x sky130_fd_sc_hd__nand2_1"
summed_standard_cell_area_reported_by_yosys_um2 = 11100
ff_latch_count_synth = 197
post_synth.cell_area_avg_um2 = 9.41
edf_count = 6
synthDistinctLibCells = 68
async_reset_ff_frac = 0.335
top_cells_by_area = "sky130_fd_sc_hd__dfxtp_1 22%, sky130_fd_sc_hd__dfrtp_1 15%, sky130_fd_sc_hd__ha_1 9.0%"

[pwr]
share_comb_of_total_power = 0.138
power.leakage_nw = 5.81
pwr-share-seq = 0.334
switchingPower_mw = 0.259
power.clock.fraction = 0.528
total_power_mw = 1.11
max-vdd-ir-drop_mv = 0.121
net_sw_frac = 0.234
pwr_density_cell_nw_per_um2 = 80.6
cell_internal_pwr_mw = 0.848

[sta]
fin_tns_setup_ns = 0
report.final.hold_viol_count = 0
hold-worst-slack_ns = 0.303
min_period_ns = 4.56
period_used_share = 0.592
tightest_slew_ns = 0.904
rsz0062_at_grt = "false"
worst_clock_skew_ns = 0.0290
max_freq_mhz = 220
slew_viol_final = 0
relSlewSlack = 0.397
finalSetupViolCount = 0

[min_path]
hold_path_depth = 6
timing.hold.worst.class = "register to clock gate"

[global_routing]
global_route.usage.total = 0.177
grt_antenna_before_repair = 1
maximum_number_of_pins_on_one_net_before_global_route_repair = 58
global_route.overflow_total = 0
number_of_global_route_vias_before_repair = 8006
grt_first_pass_wirelength_mm = 39.6

[flow_run]
log.warning_count = 30
timing.max_cap.violations = 0

[finish]
synthToLayoutAreaGrowth_pct = 23.2
final-instance-count-excl-fill = 1697
finalCoreUtilization = 0.505
layout-drive-gt1-share = 0.0943

[floorplanning]
die.size.x_um = 169
initial_utilization = 0.410
core-area_um2 = 27200
area_enclosed_by_the_die_boundary_um2 = 28500
floorplan.rows = 60
floorplan.io_pins = 153
die_height_um = 169

[detailed_routing]
finalWirelength_mm = 23.4
via_count = 8301
post_drt_wl_per_cell_um = 13.8
initialDrtViolationCount = 357
drt_drc_violations_left = 0
post_drt_via_cell_ratio = 4.89
detail_route.antenna_diodes = 0
detail-route-antenna-nets = 0
dr.pass1.iters = 4

[worst_setup_path]
crit_fanout = 29
worstSetupPathType = "primary input to primary output"
timing.critical_path.arrival_ns = 3.02
timing.critical_path.from_type = "primary input"
cp.required_ns = 6.16
cp-end-kind = "primary output"
timing.reg2reg.worst_path_depth = 15

[place]
placer_congestion = 0.839
dp_hpwl_mm = 16.9
port-buffer-count = 120
dpl.cell_count = 1637

[clocking]
clkSlewWorstSetupHoldPaths_ns = 0.05
post_cts.resized_instances = 0
clk-insertion-delay-late_ns = 0.81
cts_tree = "done"
==> worst max-delay path, cell delays in order <==
cell and delay [ns]:
sky130_fd_sc_hd__clkdlybuf4s50_1 0.45, sky130_fd_sc_hd__buf_4 0.28, sky130_fd_sc_hd__nand2b_1 0.23, sky130_fd_sc_hd__clkdlybuf4s50_1 0.51
==> power groups by stage <==
stage	sequential (mW)	combinational, mW	clock, mW
CTS	0.370	0.156	0.597
global route	0.371	0.172	0.618
finish	0.370	0.153	0.585
==> cells in the final DEF (no fill, tap or decap), types with 10 or more instances in the layout <==
| master | n |
|---|---|
| sky130_fd_sc_hd__and2_1 | 16 |
| sky130_fd_sc_hd__buf_4 | 13 |
| sky130_fd_sc_hd__nor3_1 | 20 |
| sky130_fd_sc_hd__dfrtp_1 | 65 |
| sky130_fd_sc_hd__conb_1 | 27 |
| sky130_fd_sc_hd__o21ai_0 | 73 |
| sky130_fd_sc_hd__a22oi_1 | 31 |
| sky130_fd_sc_hd__mux2_2 | 34 |
| sky130_fd_sc_hd__xnor2_1 | 40 |
| sky130_fd_sc_hd__xor2_1 | 28 |
| sky130_fd_sc_hd__nor2b_1 | 12 |
| sky130_fd_sc_hd__nand4_1 | 10 |
| sky130_fd_sc_hd__ha_1 | 80 |
| sky130_fd_sc_hd__nor2_1 | 127 |
| sky130_fd_sc_hd__inv_1 | 110 |
| sky130_fd_sc_hd__dfxtp_1 | 125 |
| sky130_fd_sc_hd__a211oi_1 | 23 |
| sky130_fd_sc_hd__clkbuf_16 | 32 |
| sky130_fd_sc_hd__a21oi_1 | 43 |
| sky130_fd_sc_hd__nand3_1 | 14 |
| sky130_fd_sc_hd__nand2_1 | 74 |
| sky130_fd_sc_hd__mux2i_1 | 44 |
| sky130_fd_sc_hd__fa_1 | 29 |
| sky130_fd_sc_hd__clkdlybuf4s50_1 | 119 |
==> per-layer routing <==
layer / track usage / wire length [um] / share of wire
met1: 0.274 / 11700 / 0.50
met2: 0.267 / 10400 / 0.44
met3: 0.0450 / 1170 / 0.050
met4: 0.0186 / 183 / 0.0078
met5: 0 / 0 / 0
==> layout make-up <==
type	count	area, um^2
fillers	2455	13400
clock buffers	36	846
well taps	372	465
repair buffers	139	1350
inverters	110	413
flip-flops and latches	197	4340
multi-input cells	825	6100
clock inverters	18	219
==> worst paths after layout <==
check / from / to / slack [ns]
max in group gated: u_vec_mag_csr.control_reg[1]$_DFFE_PN0P_ / clock gate / 3.42
setup / recovery: m_axis_tready / s_axis_tready / 3.14
min in group clk0: u_vec_mag_core.busy_shift_reg[2]$_SDFF_PN0_ / u_vec_mag_core.busy_shift_reg[3]$_SDFF_PN0_ / 0.45
hold reg to reg: u_vec_mag_core.busy_shift_reg[2]$_SDFF_PN0_ / u_vec_mag_core.busy_shift_reg[3]$_SDFF_PN0_ / 0.45
max in group asynchronous: rst_n / u_vec_mag_csr.control_reg[0]$_DFFE_PN1P_ / 6.07
hold / removal: u_vec_mag_csr.control_reg[1]$_DFFE_PN0P_ / clock gate / 0.30
min in group asynchronous: rst_n / u_vec_mag_csr.prdata_reg[11]$_DFFE_PN0P_ / 0.79
setup reg to reg: u_vec_mag_core.st3_max[1]$_SDFFE_PN0P_ / u_vec_mag_core.st4_z1_abs[13]$_SDFFE_PN0P_ / 3.16
==> stage by stage <==
stage | instance area (um^2) | setup WS (ns)
finish | 13700 | 3.14
global route | 13700 | 2.98
CTS | 13700 | 3.16
detailed placement | 12600 | 3.17
global placement | 12600 | 3.16
floorplan | 11200 | 3.51
==> cell families (layout without fill, tap and decap cells) <==
family	Yosys count	after routing	share of synthesized area
compound gates	218	218	0.125
xor+xnor	68	68	0.0534
fa+ha+maj	109	109	0.142
buf+inv	188	303	0.0736
flops	197	197	0.389
mux	79	79	0.0759
other cells	2	27	0.000674
simple gates	324	324	0.141
==> timing repair <==
item / in CTS / in global routing
hold endpoints to repair: 1 / 0
hold buffers: 6 / 0
setup buffers: 0 / 0
Power is estimated from default activity; no workload was simulated.
